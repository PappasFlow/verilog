## flow/design.v

```verilog
`timescale 1ns / 1ps
module FFD_vm(
    input d,
    output reg q,
    input s,
    input r,
    input clk
    );
	    always @(posedge clk or posedge r or posedge s)
      if (r) begin
         q <= 1'b0;
		end else if (s) begin
		   q <= 1'b1;
      end else begin
         q <= d;
      end
endmodule
`timescale 1ns / 1ps
module con_vm(
    output s2,
    output s1,
    output s0,
	 input res,
    input clk,
    input x
    );
wire if2, if1, if0, wres, n1;
nor(n1,s0,s1);
FFD_vm ff0 (
    .d(if0), 
    .q(s0), 
    .s(1'b0), 
    .r(res|wres), 
    .clk(clk)
    );
FFD_vm ff1 (
    .d(if1), 
    .q(s1), 
    .s(1'b0), 
    .r(res|wres), 
    .clk(clk)
    );
FFD_vm ff2 (
    .d(if2), 
    .q(s2), 
    .s(res|wres), 
    .r(1'b0), 
    .clk(clk)
    );
mux4a1_vm mux2 (
    .q0(n1), 
    .q1(s0|s1), 
    .q2(s0&s1), 
    .q3(~s0), 
    .s0(s2), 
    .s1(x), 
    .out(if2)
    );
mux4a1_vm mux1 (
    .q0(s0&s1), 
    .q1(n1), 
    .q2(s0^s1), 
    .q3(1'b0), 
    .s0(s2), 
    .s1(x), 
    .out(if1)
    ); 
mux4a1_vm mux0 (
    .q0(~s0), 
    .q1(n1), 
    .q2(~s0), 
    .q3(n1), 
    .s0(s2), 
    .s1(x), 
    .out(if0)
    );
mux4a1_vm mux_res (
    .q0(1'b0), 
    .q1(1'b0), 
    .q2(s2), 
    .q3(s2), 
    .s0(s0), 
    .s1(s1), 
    .out(wres)
    );
endmodule
`timescale 1ns / 1ps
module mux4a1_vm(
    input q0,
    input q1,
    input q2,
    input q3,
    input s0,
    input s1,
    output out
    );
	 wire w1,w2,w3,w0;
	 and(w0,~s0,~s1);
	 and(w1,s0,~s1);
	 and(w2,~s0,s1);
	 and(w3,s0,s1);
	 assign out =((w0&q0)|(w1&q1)|(w2&q2)|(w3&q3));
endmodule
```

## flow/run.sh

```bash
#!/bin/bash
# OpenROAD 26Q1-2900-gdf79404cd8, Yosys 0.63+post, stock flow scripts
make -C /OpenROAD-flow-scripts/flow DESIGN_CONFIG=/design/flow/config.mk WORK_HOME=/design/flow/orfs finish
```

## flow/config.mk

```make
export PLATFORM = sky130hd
export DESIGN_NAME = con_vm
export DESIGN_NICKNAME = con_vm
export VERILOG_FILES = /design/flow/design.v
export SDC_FILE = /design/flow/constraint.sdc
export NUM_CORES = 4
export LEC_CHECK = 1
export CORE_AREA = 10 10 70 70
export DIE_AREA = 0 0 80 80
```

## flow/constraint.sdc

```tcl
current_design con_vm

set clk_period 1.0
set clk_io_pct 0.2

create_clock -name clk0 -period $clk_period [get_ports {clk}]

set non_clock_inputs [all_inputs -no_clocks]
set_input_delay [expr $clk_period * $clk_io_pct] -clock clk0 $non_clock_inputs
set_output_delay [expr $clk_period * $clk_io_pct] -clock clk0 [all_outputs]
```

==> flow_metrics.tcl <==
# yosys + openroad results
set metrics [dict create \
    die_x_um 80 \
    place.gp.congestion 0.7862 \
    antenna_found_initial 0 \
    die_h_um 80 \
    cts_tree "done" \
    total_leakage_power_nw 0.1634 \
    ys_cells 16 \
    io-pin-count 6 \
    coreArea_um2 3416 \
    placed_cell_area_um2 316.6 \
    relSlewSlack 0.8110 \
    dieArea_um2 6400 \
    max_slew.worst_pin.slew_ps 283.5 \
    failed_checks "negative setup slack" \
    clk_latency_ps 230 \
    yosysWarnings 6 \
    diodes 0 \
    synth_area_leader_cell "dfrtp_1" \
    critPathKind "reg -> reg" \
    drtAntennaViolNets 0 \
    rows 21 \
    drc 0 \
    dr_total_vias 167 \
    synthTopCellsByArea "dfrtp_1, mux2i_1, dfstp_2" \
    drive_gt1_frac 0.5313 \
    final_cell_mix "buf_4, mux2i_1, clkbuf_4" \
    startpoint_type "register" \
    period_used_share 1.132 \
    portBuffers 5 \
    fin_worst_skew_ps 1.951 \
    final_max_slew_viol_count 0 \
    yosysUniqueCellTypes 10 \
    ys.flops 3 \
    cts_buffers 3 \
    fmax_mhz 883.7 \
    lay_top_count "buf_4" \
    grt_max_degree 6 \
    fp_util 0.05165 \
    cap_violations 0 \
    outcome "finished with violations" \
    crit_path_end_kind "register" \
    drt_iter0_drc 4 \
    setup_violations 5 \
    vdd_drop_max_v 0.0004398 \
    fin_area_um2 377.9 \
    top_area_frac 0.2837 \
    post-route-util 0.1106 \
    post_drt_wl_per_cell_um 6.744 \
    syn_area_per_cell_um2 11.03 \
    layout_setup_ws_ps -131.6 \
    warnings 29 \
    postSynthCellCount 16 \
    powerDensity_nw_per_um2 2769 \
    ys_seq_frac 0.4326 \
    cp.required_ps 1150 \
    synth_area_um2 176.4 \
    hold_viol 0 \
    cts_buffer_depth 2 \
    cts.clk_slew.worst_paths_ps 40 \
    clockRootBuffer "clkbuf_4" \
    grt_pass1_vias 192 \
    grt_first_pass_wirelength_um 903 \
    drt-total-wl_um 526 \
    cp_max_fo 4 \
    h-tree-depth 1 \
    rsz0062_at_grt "true" \
    grt_remaining_overflow 0 \
    grt_use_total 0.01875 \
    via_per_inst 2.141 \
    critPathArrivalTime_ps 1280 \
    drt_pass1_iterations 2 \
    cts_sinks 3 \
    ys_area_um2 176.4 \
    hp-class "in -> async" \
    area_growth_pct 114.2 \
    fillers 393 \
    fin_crit_ps 1132 \
]
## Yosys cell counts
library cell	number
mux2i_1	3
dfrtp_1	2
ha_1	2
inv_1	2
o21ai_0	2
a21oi_1	1
dfstp_2	1
mux2_1	1
nand2_1	1
nand3b_1	1
## worst max-delay path, stage by stage (launching register included)
cell     delay, ps
dfrtp_1        350
buf_6          120
inv_4           30
ha_4           140
mux2_4         260
mux2i_1        150
## flip-flops by register name (all words and copies together), names as in the netlist
register	count
ff1.q	1
ff0.q	1
ff2.q	1
## final timing paths
path | startpoint | endpoint | slack, ps | depth (start not counted)
setup / recovery | ff0.q | ff2.q | -130 | 5
hold / removal | res | ff1.q | 250 | 2
hold reg to reg | ff1.q | ff1.q | 390 | 2
max in group asynchronous | ff2.q | ff2.q | 210 | 3
min in group clk0 | ff0.q | ff0.q | 590 | 2
setup reg to reg | ff0.q | ff2.q | -130 | 5
## report_power, final
part           switching (mW)  internal (mW)
Clock                  0.0590          0.149
Combinational           0.248          0.360
Sequential             0.0352          0.194
Total                   0.343          0.704
## per-layer routing
layer,global-route usage,share of wire,up-vias
met2,0.01926,0.31,6
met1,0.02390,0.52,74
met3,0.02045,0.17,0
met4,0.005282,0,0
li1,-,-,87
met5,0,0,-
## area by class of cell
| class | instances | area, um2 | share of cell area |
|---|---|---|---|
| clock buffers | 4 | 26.28 | 0.06954 |
| inverters | 2 | 10.01 | 0.02649 |
| multi-input cells | 11 | 111.4 | 0.2947 |
| flip-flops and latches | 3 | 76.32 | 0.2020 |
| well taps | 46 | 57.56 | 0.1523 |
| repair buffers | 12 | 96.34 | 0.2550 |
## timing repair
action,in CTS,in global routing
setup buffers,3,0
gates resized,15,1
gates cloned,0,0
setup endpoints to repair,6,5
hold buffers,0,0
pin swaps,0,0
## per-stage QoR
stage	setup slack (ps)	hold WS, ps	total power [mW]	setup TNS, ps	instances
floorplan	-33.76	47.47	0.4192	-33.76	16
global placement	-218.6	385.6	0.6547	-707.3	71
detailed placement	-249.7	401.5	0.6821	-795.0	71
CTS	-132.2	255.4	1.053	-366.2	78
global route	-220.8	287.7	1.156	-670.6	78
finish	-131.6	249.0	1.046	-344.9	78
## logic make-up (layout without fill, tap and decap cells)
family                     after synthesis  after routing  synth area share
AOI/OAI and AO/OA                        3              3           0.08508
adders and majority gates                2              2            0.1418
buffers and inverters                    2             18           0.04257
DFF                                      3              3            0.4327
muxes                                    4              4            0.2340
and+or+nand+nor                          2              2           0.06383
Power figures rest on the tool's default switching activity, not on a simulated workload.
